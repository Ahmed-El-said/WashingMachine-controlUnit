### flow/config.mk
export PLATFORM = sky130hd
export DESIGN_NAME = WashingMachie_controller
export DESIGN_NICKNAME = WashingMachie_controller
export VERILOG_FILES = /design/flow/design.v
export SDC_FILE = /design/flow/constraint.sdc
export NUM_CORES = 4
export LEC_CHECK = 1
export CORE_UTILIZATION = 30
### flow/constraint.sdc
current_design WashingMachie_controller

set clk_period 3.9
set clk_io_pct 0.2

create_clock -name clk0 -period $clk_period [get_ports {clk}]

set non_clock_inputs [all_inputs -no_clocks]
set_input_delay [expr $clk_period * $clk_io_pct] -clock clk0 $non_clock_inputs
set_output_delay [expr $clk_period * $clk_io_pct] -clock clk0 [all_outputs]
### flow/design.v
module WashingMachie_controller (
    input wire       clk,
    input wire       rst,
    input wire [1:0] clk_freq,
    input wire       coin_in,
    input wire       double_wash,
    input wire       timer_pause,
    output reg       wash_done
);
localparam  idle=3'b0, 
            filling_water=3'b1, 
            washing=3'b10, 
            rinsing=3'b11, 
            spining=3'b111; 
reg [2:0]  state,next_state;
reg        wash_done_reg;
reg        startover;
reg        firstwash;
reg        firstdone;
reg        timer_wait;
reg [2:0]  timer;
reg [2:0]  cycle_count; 
reg [9:0]  u_sec; 
reg [9:0]  m_sec; 
reg [5:0]  sec; 
always @(posedge clk or negedge rst) 
    begin
        if (!rst) 
            begin
                timer<=3'b0;
                u_sec<=10'b0;
                m_sec<=10'b0;
                sec<=6'b0;
                cycle_count<=3'b0;
            end
        else if (startover) 
            begin
                timer<=3'b0;
                u_sec<=10'b0;
                m_sec<=10'b0;
                sec<=6'b0;
                cycle_count<=3'b0;
            end
        else if (!timer_wait)
            begin
                case (clk_freq)
                    2'b0:
                        begin
                            if (u_sec!=10'd999) 
                                begin
                                    u_sec<=u_sec+10'b1;
                                end
                            else
                                begin
                                    if (m_sec!=10'd999) 
                                        begin
                                            m_sec<=m_sec+10'b1;
                                        end
                                    else
                                        begin
                                            if (sec!=6'd59) 
                                                begin
                                                    sec<=sec+6'b1;
                                                end
                                            else
                                                begin
                                                    if (timer!=3'd5) 
                                                        begin
                                                            timer<=timer+3'b1;
                                                        end
                                                    else
                                                        begin
                                                            timer<=3'b0;
                                                        end
                                                    sec<=6'b0;
                                                end
                                            m_sec<=10'b0;
                                        end
                                    u_sec<=10'b0;
                                end
                        end
                    2'b1:
                        begin
                            if (cycle_count!=3'd1)
                                begin
                                    cycle_count<=cycle_count+3'b1;
                                end
                            else
                                begin
                                    if (u_sec!=10'd999) 
                                        begin
                                            u_sec<=u_sec+10'b1;
                                        end
                                    else
                                        begin
                                            if (m_sec!=10'd999) 
                                                begin
                                                    m_sec<=m_sec+10'b1;
                                                end
                                            else
                                                begin
                                                    if (sec!=6'd59) 
                                                        begin
                                                            sec<=sec+6'b1;
                                                        end
                                                    else
                                                        begin
                                                            if (timer!=3'd5) 
                                                                begin
                                                                    timer<=timer+3'b1;
                                                                end
                                                            else
                                                                begin
                                                                    timer<=3'b0;
                                                                end
                                                            sec<=6'b0;
                                                        end
                                                    m_sec<=10'b0;
                                                end
                                            u_sec<=10'b0;
                                        end
                                end
                        end
                    2'b10:
                        begin
                            if (cycle_count!=3'd3)
                                begin
                                    cycle_count<=cycle_count+3'b1;
                                end
                            else
                                begin
                                    if (u_sec!=10'd999) 
                                        begin
                                            u_sec<=u_sec+10'b1;
                                        end
                                    else
                                        begin
                                            if (m_sec!=10'd999) 
                                                begin
                                                    m_sec<=m_sec+10'b1;
                                                end
                                            else
                                                begin
                                                    if (sec!=6'd59) 
                                                        begin
                                                            sec<=sec+6'b1;
                                                        end
                                                    else
                                                        begin
                                                            if (timer!=3'd5) 
                                                                begin
                                                                    timer<=timer+3'b1;
                                                                end
                                                            else
                                                                begin
                                                                    timer<=3'b0;
                                                                end
                                                            sec<=6'b0;
                                                        end
                                                    m_sec<=10'b0;
                                                end
                                            u_sec<=10'b0;
                                        end
                                end
                        end
                    2'b11: 
                        begin
                            if (cycle_count!=3'd7)
                                begin
                                    cycle_count<=cycle_count+3'b1;
                                end
                            else
                                begin
                                    if (u_sec!=10'd999) 
                                        begin
                                            u_sec<=u_sec+10'b1;
                                        end
                                    else
                                        begin
                                            if (m_sec!=10'd999) 
                                                begin
                                                    m_sec<=m_sec+10'b1;
                                                end
                                            else
                                                begin
                                                    if (sec!=6'd59) 
                                                        begin
                                                            sec<=sec+6'b1;
                                                        end
                                                    else
                                                        begin
                                                            if (timer!=3'd5) 
                                                                begin
                                                                    timer<=timer+3'b1;
                                                                end
                                                            else
                                                                begin
                                                                    timer<=3'b0;
                                                                end
                                                            sec<=6'b0;
                                                        end
                                                    m_sec<=10'b0;
                                                end
                                            u_sec<=10'b0;
                                        end
                                end
                        end
                endcase                
            end
    end
always @(posedge clk or negedge rst) 
    begin
        if (!rst) 
            begin
                firstwash<=1'b1;
            end
        else
            begin
                if (firstdone) 
                    begin
                        firstwash<=1'b0;    
                    end                
            end
    end
always @(posedge clk or negedge rst) 
    begin
        if (!rst) 
            begin
                wash_done<=1'b1;
            end
        else
            begin
                wash_done<=wash_done_reg;                
            end
    end
always @(posedge clk or negedge rst) 
    begin
        if (!rst) 
            begin
                state<=idle;
            end
        else
            begin
                state<=next_state;                
            end
    end
always @(*) 
    begin
        case (state)
            idle:
                begin
                    wash_done_reg=1'b1;
                    startover=1'b1;
                    firstdone=1'b0;
                    if (coin_in) 
                        begin
                            next_state=filling_water;
                            wash_done_reg=1'b0;
                        end
                    else
                        begin
                            next_state=idle;
                        end
                end
            filling_water:
                begin
                    startover=1'b0;
                    if (timer==3'd2) 
                        begin
                            next_state=washing;
                            startover=1'b1;    
                        end
                    else
                        begin
                            next_state=filling_water;
                        end
                end
            washing:
                begin
                    startover=1'b0;
                    if (timer==3'd5) 
                        begin
                            next_state=rinsing;
                            startover=1'b1;    
                        end
                    else
                        begin
                            next_state=washing;
                        end
                end
            rinsing:
                begin
                    startover=1'b0;
                    if (timer==3'd2) 
                        begin
                            if (double_wash==1'b1 && firstwash==1'b1) 
                                begin
                                    next_state=washing;
                                    firstdone=1'b1;
                                    startover=1'b1; 
                                end
                            else
                                begin
                                    next_state=spining;
                                    startover=1'b1;
                                end 
                        end
                    else
                        begin
                            next_state=rinsing;
                        end
                end
            spining:
                begin
                    startover=1'b0;
                    if (timer==3'd1) 
                        begin
                            if (timer_pause==1'b1) 
                                begin
                                    timer_wait=1'b1;   
                                end
                            else
                                begin
                                    timer_wait=1'b0;
                                end
                            next_state=idle;
                        end
                    else
                        begin
                            next_state=spining;
                        end
                end
        endcase
    end
endmodule
### flow/run.sh
#!/bin/bash
# OpenROAD 26Q1-2900-gdf79404cd8, Yosys 0.63+post, stock flow scripts
make -C /OpenROAD-flow-scripts/flow DESIGN_CONFIG=/design/flow/config.mk WORK_HOME=/design/flow/orfs finish
==> run summary <==
io pins: 8
Yosys chip area: 0.00237 mm²
pin count of the biggest net entering global routing: 38
synth warn: 1
final WL: 4540 µm
Final Cycle Share: 71.9%
Root Driver: clkbuf_8
endpoints left unconstrained: 11
Max Slew Vio Count: 0
crit-path most repeated cell: a21oi_1
slew margin rel.: 57.1%
FF+latch count, synth: 44
cts bufs inserted: 5
CTS max path bufs: 2
max_cap viols: 0
Setup Fix Bufs, Post-CTS: 0
Peak Freq: 0.357 GHz
CP Max Fanout: 15
R2R Setup Slk: 1.70 ns
Lkg Pwr: 1.09 nW
share of synthesized registers carrying an async set or reset: 84.1%
Via density: 5.08
CTS tree: done
Slowest cell on crit path: clkdlybuf4s50_1
DR vias: 1881
worst path arrival time: 3.02 ns
Dominant cell area share: 36.9%
Top FF cell, synth: dfrtp_1
P per Cell Area: 347 mW/mm²
min-delay src: firstwash$_DFFE_PN1P_
first-pass GRT wire length: 7890 µm
clk_skew: 0.00800 ns
Largest cells by area: dfrtp_1, a21oi_1, ha_1
Critical Path RT: 4.12 ns
Max VDD drop: 0.000167 V
Top Family by Delay on Critical Path: simple AND/OR/NAND/NOR gates
Cell Type Count: 51
DP Wirelength: 3070 µm
Worst R2R Start: cycle_count[0]$_DFFE_PN0P_
Final Hold Fails: 0
initial DRC count: 114
Remaining Overflow, GRT: 0
Comb area: 0.00126 mm²
slowest stage delay, CP: 0.51 ns
Worst Reg-to-Reg Cells: 8
Site Rows: 32
CP bufs+invs: 3
P_int: 0.656 mW
Reg area: 0.00103 mm²
Worst setup EP type: flip-flop
top cell type by instance count after synthesis: dfrtp_1
Final Util: 34.5%
RSZ-0062 raised after global routing: false
Startpoint Class: input pin
Clk pwr share: 32.3%
setup TNS: 0 ns
net switching power: 0.265 mW
Buffers on Ports: 7
final critical-path required period: 2.80 ns
critical path depth: 9
core footprint: 0.00769 mm²
Hold Path Cell Cnt: 1
Final GP Congestion: 0.800
Clk pin slew, worst setup/hold paths: 0.07 ns
CP Class: in -> reg
cell type with the largest total area: dfrtp_1
worst hold path class: reg -> reg
post-cts repair resize count: 0
layout cells sized above 1: 10.1%
status: completed
combinational power share: 17.0%
ANT cells: 0
final setup fails: 0
H-tree Lvls: 2
Final ANT Viol Nets: 0
# fillers: 782
Switching Share: 28.8%
synth cell count leaders: dfrtp_1, a21oi_1, nand2_1
initial antenna violation count: 0
largest registers: m_sec (10), u_sec (10), sec (6)
yosys cell count: 259
cell count after synthesis: 259
synthesized cell area: 0.00237 mm²
CP startpoint: clk_freq[0]
area delta synth->final: 11.9%
Post-route DRC: 0
die area: 0.00827 mm²
hold path endpoint: firstwash$_DFFE_PN1P_
DRT Pass-1 Iters: 4
register pins left without a clock: 7
mean area per synthesized cell: 9.16 µm²
flip-flops with a built-in enable: 0
CP Cell Sequence: clkdlybuf4s50_1, inv_1, ha_1, nor2b_1, nor3_4, a21oi_1, buf_4, or4_1, a21oi_1
Reg power frac: 50.8%
Die X: 91.0 µm
Wirelength per Cell: 12.3 µm
Global Route Usage Sum: 11.7%
number of global-route vias before repair: 1716
Latency at later pin: 0.29 ns
Hold Slack: 0.492 ns
Die Ht: 91.0 µm
Log Warnings: 30
worst-margin pin slew: 0.643 ns
floorplan utilization: 30.9%
Post-CTS Hold Fix Bufs: 0
worst r2r dst: u_sec[8]$_DFFE_PN0P_
-- cell usage in the layout, fill, tap and decap left out, types with 3 or more instances in the layout --
master,synthesis,layout
dfrtp_1,35,35
a21oi_1,29,29
nand2_1,25,25
o21ai_0,19,19
nor2_1,17,17
inv_1,13,13
ha_1,11,11
nand3_1,9,9
or3_1,8,8
o31ai_1,7,7
or4_1,7,7
clkbuf_8,0,7
dlxtn_1,7,7
nor2b_1,6,6
nor3_1,6,6
nand4_1,6,6
clkdlybuf4s50_1,0,6
and3_1,3,3
mux2_2,3,3
buf_4,0,3
-- metrics by stage --
| step | power (mW) | instances | setup slack [ns] | area (µm²) |
|---|---|---|---|---|
| 2_1_floorplan | 0.585 | 259 | 1.53 | 2370 |
| 3_3_place_gp | 0.626 | 362 | 0.864 | 2550 |
| 3_5_place_dp | 0.631 | 362 | 0.827 | 2550 |
| 4_1_cts | 0.934 | 370 | 1.10 | 2660 |
| 5_1_grt | 0.986 | 370 | 0.978 | 2660 |
| 6_report | 0.921 | 370 | 1.10 | 2660 |
-- how the worst max path moves through the flow --
| stage | end | slack (ns) |
|---|---|---|
| final | u_sec[8]$_DFFE_PN0P_ | 1.10 |
| after global routing | m_sec[3]$_DFFE_PN0P_ | 0.98 |
| after CTS | u_sec[8]$_DFFE_PN0P_ | 1.10 |
-- worst reg2reg max path, stage by stage (launching register included) --
cell	delay (ns)
dfrtp_1	0.39
ha_1	0.19
ha_1	0.17
nor2b_1	0.07
nor3_4	0.32
a21oi_1	0.12
buf_4	0.19
or4_1	0.51
a21oi_1	0.16
-- routing by layer --
metal,track usage [%],share of wire (%),vias up
li1,-,-,964
met1,18.2,53,892
met2,17.9,42,20
met3,2.64,3.5,5
met4,1.06,1.3,0
met5,0,0,-
-- kinds of logic (layout without fill, tap and decap cells) --
logic type	after synthesis	count (layout)	share of synthesized area (%)
mux	3	3	1.42
latches	7	7	4.43
flops	37	37	39.1
buf+inv	22	31	3.53
xor+xnor	3	3	1.11
fa+ha+maj	11	11	5.80
simple gates	109	109	27.9
compound gates	67	67	16.7
-- area by class of cell --
class	count	share of cell area, %
inverter	13	1.84
timing repair buffer	10	3.30
tap	102	4.81
sequential	44	38.9
clock buffer	7	3.63
multi-input combinational	193	47.3
clock inverter	1	0.189
-- power groups by stage --
stage / clock network (mW) / logic [mW] / registers (mW)
final: 0.297 / 0.156 / 0.467
after CTS: 0.307 / 0.160 / 0.467
after global routing: 0.321 / 0.190 / 0.475
Power is estimated from default activity; no workload was simulated.
